<file path="config.mk">
export PLATFORM = sky130hd
export DESIGN_NAME = i2c_master_bit_ctrl
export DESIGN_NICKNAME = i2c_master_bit_ctrl
export VERILOG_FILES = /design/flow/design.v
export SDC_FILE = /design/flow/constraint.sdc
export NUM_CORES = 4
export LEC_CHECK = 1
export CORE_AREA = 10 10 107 107
export DIE_AREA = 0 0 117 117
</file>
<file path="constraint.sdc">
current_design i2c_master_bit_ctrl

set clk_period 2.7
set clk_io_pct 0.2

create_clock -name clk0 -period $clk_period [get_ports {Clk}]

set non_clock_inputs [all_inputs -no_clocks]
set_input_delay [expr $clk_period * $clk_io_pct] -clock clk0 $non_clock_inputs
set_output_delay [expr $clk_period * $clk_io_pct] -clock clk0 [all_outputs]
</file>
<file path="design.v">
`timescale 1ns / 10ps
module i2c_master_bit_ctrl (
  input             Clk,         
  input             Rst_n,       
  input             Enable,      
  input             TimerOut,    
  output            TimerStart,  
  output            TimerStop,   
  input      [ 3:0] Cmd,         
  output reg        Ack,         
  input             Txd,         
  output reg        Rxd,         
  output reg        I2C_busy,    
  output reg        I2C_al,      
  input             Scl_i,       
  output            Scl_o,       
  output reg        Scl_oen,     
  input             Sda_i,       
  output            Sda_o,       
  output reg        Sda_oen      
);
  reg sSCL, sSDA;         
  reg dSCL, dSDA;         
  reg dScl_oen;           
  reg sda_chk;            
  reg slave_wait;         
  reg sta_condition;      
  reg sto_condition;      
  reg cmd_stop;           
  reg [4-1:0] state, next;  
  always @(posedge Clk or negedge Rst_n)
    if(!Rst_n) dScl_oen <= 1'b1;
    else       dScl_oen <= Scl_oen;
  always @(posedge Clk or negedge Rst_n)
    if (!Rst_n) slave_wait <= 1'b0;
    else        slave_wait <= (dScl_oen & ~sSCL) | (slave_wait & ~sSCL);
  wire scl_sync = dSCL & ~sSCL & Scl_oen;
  wire clk_en = TimerOut;
  assign TimerStart = !Enable | scl_sync;
  assign TimerStop = slave_wait;
  always @(posedge Clk or negedge Rst_n)
    if(!Rst_n) begin
      sSCL <= 1'b1;
      sSDA <= 1'b1;
      dSCL <= 1'b1;
      dSDA <= 1'b1;
    end else begin
      sSCL <= Scl_i;
      sSDA <= Sda_i;
      dSCL <= sSCL;
      dSDA <= sSDA;
    end
  always @(posedge Clk or negedge Rst_n)
    if(!Rst_n) begin
      sta_condition <= 1'b0;
      sto_condition <= 1'b0;
    end else begin
      sta_condition <= ~sSDA &  dSDA & sSCL;
      sto_condition <=  sSDA & ~dSDA & sSCL;
    end
  always @(posedge Clk or negedge Rst_n)
    if(!Rst_n) I2C_busy <= 1'b0;
    else       I2C_busy <= (sta_condition | I2C_busy) & ~sto_condition;
  always @(posedge Clk or negedge Rst_n)
    if(!Rst_n)      cmd_stop <= 1'b0;
    else if(clk_en) cmd_stop <= Cmd == 4'b0010;
    else            cmd_stop <= cmd_stop;
  always @(posedge Clk or negedge Rst_n)
    if(!Rst_n) I2C_al <= 1'b0;
    else       I2C_al <= (sda_chk & ~sSDA & Sda_oen) | (sto_condition & ~cmd_stop);
  always @(posedge Clk or negedge Rst_n)
    if(!Rst_n)            Rxd <= 1'b1;
    else if(sSCL & ~dSCL) Rxd <= sSDA;
    else                  Rxd <= Rxd;
  localparam IDLE    = 4'd0,
             START_B = 4'd1,
             START_C = 4'd2,
             START_D = 4'd3,
             START_E = 4'd4,
             START_F = 4'd5,
             STOP_B  = 4'd6,
             STOP_C  = 4'd7,
             STOP_D  = 4'd8,
             RD_B    = 4'd9,
             RD_C    = 4'd10,
             RD_D    = 4'd11,
             WR_B    = 4'd12,
             WR_C    = 4'd13,
             WR_D    = 4'd14;
  always @(posedge Clk or negedge Rst_n)
    if(!Rst_n) state <= IDLE;
    else       state <= next;
  always @(*)
    case(state)
      IDLE : if(clk_en)
               case (Cmd)
                 4'b0001: next = START_B;
                 4'b0010 : next = STOP_B;
                 4'b1000 : next = RD_B;
                 4'b0100: next = WR_B;
                 default       : next = IDLE;
               endcase
              else               next = IDLE;
      START_B: if(clk_en) next = START_C;
               else       next = START_B;
      START_C: if(clk_en) next = START_D;
               else       next = START_C;
      START_D: if(clk_en) next = START_E;
               else       next = START_D;
      START_E: if(clk_en) next = START_F;
               else       next = START_E;
      START_F: if(clk_en) next = IDLE;
               else       next = START_F;
      STOP_B : if(clk_en) next = STOP_C;
               else       next = STOP_B;
      STOP_C : if(clk_en) next = STOP_D;
               else       next = STOP_C;
      STOP_D : if(clk_en) next = IDLE;
               else       next = STOP_D;
      RD_B   : if(clk_en) next = RD_C;
               else       next = RD_B;
      RD_C   : if(clk_en) next = RD_D;
               else       next = RD_C;
      RD_D   : if(clk_en) next = IDLE;
               else       next = RD_D;
      WR_B   : if(clk_en) next = WR_C;
               else       next = WR_B;
      WR_C   : if(clk_en) next = WR_D;
               else       next = WR_C;
      WR_D   : if(clk_en) next = IDLE;
               else       next = WR_D;
      default: next = IDLE;
    endcase
  always @(posedge Clk or negedge Rst_n)
    if(!Rst_n) begin
      Ack <= 1'b0;
      Scl_oen <= 1'b1;
      Sda_oen <= 1'b1;
      sda_chk <= 1'b0;
    end else if(I2C_al) begin
      Ack <= 1'b0;
      Scl_oen <= 1'b1;
      Sda_oen <= 1'b1;
      sda_chk <= 1'b0;
    end else if(clk_en) begin
      Ack <= 1'b0;
      case(state)
        IDLE : begin
          sda_chk <= 1'b0;     
          case (Cmd)
            4'b0001: begin Scl_oen <= Scl_oen; Sda_oen <= 1'b1; end  
            4'b0010 : begin Scl_oen <= 1'b0;    Sda_oen <= 1'b0; end  
            4'b1000 : begin Scl_oen <= 1'b0;    Sda_oen <= 1'b1; end  
            4'b0100: begin Scl_oen <= 1'b0;    Sda_oen <= Txd; end   
            default       : begin Scl_oen <= Scl_oen; Sda_oen <= Sda_oen; end  
          endcase
        end
        START_B : begin
          Scl_oen <= 1'b1;  
          Sda_oen <= 1'b1;  
          sda_chk <= 1'b0;  
        end
        START_C : begin
          Scl_oen <= 1'b1;  
          Sda_oen <= 1'b1;  
          sda_chk <= 1'b0;  
        end
        START_D : begin
          Scl_oen <= 1'b1;  
          Sda_oen <= 1'b0;  
          sda_chk <= 1'b0;  
        end
        START_E : begin
          Scl_oen <= 1'b1;  
          Sda_oen <= 1'b0;  
          sda_chk <= 1'b0;  
        end
        START_F : begin
          Ack <= 1'b1;
          Scl_oen <= 1'b0;  
          Sda_oen <= 1'b0;  
          sda_chk <= 1'b0;  
        end
        STOP_B : begin
          Scl_oen <= 1'b1;  
          Sda_oen <= 1'b0;  
          sda_chk <= 1'b0;  
        end
        STOP_C : begin
          Scl_oen <= 1'b1;  
          Sda_oen <= 1'b0;  
          sda_chk <= 1'b0;  
        end
        STOP_D : begin
          Ack <= 1'b1;
          Scl_oen <= 1'b1;  
          Sda_oen <= 1'b1;  
          sda_chk <= 1'b0;  
        end
        RD_B : begin
          Scl_oen <= 1'b1;  
          Sda_oen <= 1'b1;  
          sda_chk <= 1'b0;  
        end
        RD_C : begin
          Scl_oen <= 1'b1;  
          Sda_oen <= 1'b1;  
          sda_chk <= 1'b0;  
        end
        RD_D : begin
          Ack <= 1'b1;
          Scl_oen <= 1'b0;  
          Sda_oen <= 1'b1;  
          sda_chk <= 1'b0;  
        end
        WR_B : begin
          Scl_oen <= 1'b1;  
          Sda_oen <= Txd;   
          sda_chk <= 1'b0;  
        end                 
        WR_C : begin
          Scl_oen <= 1'b1;  
          Sda_oen <= Txd;
          sda_chk <= 1'b1;  
        end
        WR_D : begin
          Ack <= 1'b1;
          Scl_oen <= 1'b0;  
          Sda_oen <= Txd;
          sda_chk <= 1'b0;  
        end
        default: ;
      endcase
    end else begin
      Ack <= 1'b0;         
      Scl_oen <= Scl_oen;  
      Sda_oen <= Sda_oen;  
      sda_chk <= 1'b0;     
   end
  assign Scl_o = 1'b0;
  assign Sda_o = 1'b0;
endmodule
</file>
<file path="run.sh">
#!/bin/bash
# OpenROAD 26Q1-2900-gdf79404cd8, Yosys 0.63+post, stock flow scripts
make -C /OpenROAD-flow-scripts/flow DESIGN_CONFIG=/design/flow/config.mk WORK_HOME=/design/flow/orfs finish
</file>
==> report_table.html <==
<h2>Synthesis and place &amp; route</h2>
<table>
<tr><th>Metric</th><th>Value</th></tr>
<tr><th colspan="2">Clocking</th></tr>
<tr><td>H-tree levels</td><td>2</td></tr>
<tr><td>Reg clk slew, reported paths</td><td>approximately 0.06 ns</td></tr>
<tr><td>TritonCTS clock tree</td><td>yes</td></tr>
<tr><td>CTS root buf</td><td>sky130_fd_sc_hd__clkbuf_8</td></tr>
<tr><td>Longest Clk Path Bufs</td><td>2</td></tr>
<tr><td>Number of buffers inserted by hold repair at cts</td><td>0</td></tr>
<tr><td>Number of buffers created by CTS</td><td>5</td></tr>
<tr><td>CTS-repair resized insts</td><td>0</td></tr>
<tr><td>Clock Latency Late Sink</td><td>~0.27 ns</td></tr>
<tr><td>Setup bufs post-CTS</td><td>0</td></tr>
<tr><td>TritonCTS Sinks</td><td>31</td></tr>
<tr><th colspan="2">Synthesis</th></tr>
<tr><td>Area share of and-or/or-and cells after synthesis</td><td>between 10% and 20%</td></tr>
<tr><td>Dominant comb cell</td><td>simple AND/OR/NAND/NOR gates</td></tr>
<tr><td>Synthesized-area fraction occupied by and/or/nand/nor cells</td><td>between 10% and 20%</td></tr>
<tr><td>Number of enable-type register cells in the synthesized netlist</td><td>0</td></tr>
<tr><td>Yosys top cell area share</td><td>40.04%</td></tr>
<tr><td>Largest area contributor in the synthesized netlist</td><td>sky130_fd_sc_hd__dfrtp_1</td></tr>
<tr><td>Synthesized instance count</td><td>121</td></tr>
<tr><td>Top_reg_cell synth</td><td>sky130_fd_sc_hd__dfrtp_1</td></tr>
<tr><td>Post-synthesis chip area from yosys</td><td>1375 sq um</td></tr>
<tr><td>Ys cells</td><td>between 100 and 150</td></tr>
<tr><td>Synthesized flop and latch total</td><td>31</td></tr>
<tr><td>Fraction of the mapped netlist area in adder cells</td><td>0%</td></tr>
<tr><td>Leading cell types by total area after synthesis</td><td>sky130_fd_sc_hd__dfrtp_1, sky130_fd_sc_hd__dfstp_2, sky130_fd_sc_hd__mux2_1</td></tr>
<tr><td>Async set or reset register ratio after synthesis</td><td>100.0%</td></tr>
<tr><td>Multiplexer area fraction after synthesis</td><td>9.827%</td></tr>
<tr><td>Top cells by count, synth</td><td>sky130_fd_sc_hd__dfrtp_1, sky130_fd_sc_hd__nand2_1, sky130_fd_sc_hd__dfstp_2, sky130_fd_sc_hd__nor2_1</td></tr>
<tr><td>Synth warnings</td><td>1</td></tr>
<tr><td>Dominant cell by count in the synthesized netlist</td><td>sky130_fd_sc_hd__dfrtp_1</td></tr>
<tr><td>Synthesized-area fraction occupied by xor and xnor cells</td><td>1.274%</td></tr>
<tr><td>Cell Area, Synth</td><td>roughly 1400 sq um</td></tr>
<tr><td>Register share after synthesis</td><td>between 50% and 60%</td></tr>
<tr><td>Avg Synthesized Cell Area</td><td>roughly 11 sq um</td></tr>
<tr><td>Distinct lib cells used</td><td>34</td></tr>
<tr><th colspan="2">Final layout</th></tr>
<tr><td>Final cell utilization of the core</td><td>between 10% and 20%</td></tr>
<tr><td>Non-filler instance count after layout</td><td>between 200 and 300</td></tr>
<tr><td>Share of post-route cells with drive strength above 1</td><td>between 10% and 20%</td></tr>
<tr><td>Area growth from synthesis to layout</td><td>29.57%</td></tr>
<tr><th colspan="2">Timing</th></tr>
<tr><td>Maximum operating frequency</td><td>slightly below 0.5 GHz</td></tr>
<tr><td>Setup total negative slack</td><td>0 ns</td></tr>
<tr><td>Fin crit share</td><td>between 70% and 80%</td></tr>
<tr><td>RSZ-0062 raised after global routing</td><td>false</td></tr>
<tr><td>Final Hold Fails</td><td>0</td></tr>
<tr><td>Final Setup Violations</td><td>0</td></tr>
<tr><td>Worst clock skew</td><td>0.008075 ns</td></tr>
<tr><td>Worst-Margin Slew</td><td>a little under 0.5 ns</td></tr>
<tr><td>Post-layout min period</td><td>2.039 ns</td></tr>
<tr><td>Normalized max-slew margin</td><td>67.47%</td></tr>
<tr><td>Final slew viol count</td><td>0</td></tr>
<tr><th colspan="2">Detailed routing</th></tr>
<tr><td>Ratio of routed vias to standard cells</td><td>between 3 and 4</td></tr>
<tr><td>Via Count</td><td>about 950</td></tr>
<tr><td>DRC violation count after routing</td><td>0</td></tr>
<tr><td>Average routed wire per standard cell</td><td>approximately 11 um</td></tr>
<tr><td>Post-DRT Antenna Nets</td><td>0</td></tr>
<tr><td>Total length of routed wires</td><td>between 2000 and 3000 um</td></tr>
<tr><td>Count of routing violations after the opening detailed-route iteration</td><td>37</td></tr>
<tr><td>Inserted Diodes</td><td>0</td></tr>
<tr><td>Number of detailed-routing iterations run before antenna repair</td><td>4</td></tr>
<tr><th colspan="2">Global routing</th></tr>
<tr><td>Initial antenna violation count</td><td>0</td></tr>
<tr><td>All-layer global routing usage</td><td>under 10%</td></tr>
<tr><td>Maximum number of pins on one net before global-route repair</td><td>32</td></tr>
<tr><td>Via count of the first global-routing pass</td><td>950</td></tr>
<tr><td>Met3 demand-to-capacity share in global routing</td><td>roughly 1.9%</td></tr>
<tr><td>Met1 track demand over resource</td><td>5.525%</td></tr>
<tr><td>Global routing met2 resource utilization</td><td>about 6.1%</td></tr>
<tr><td>Global routing's busiest layer</td><td>met2</td></tr>
<tr><td>Wire length of the first global-routing pass</td><td>4588 um</td></tr>
<tr><td>Overflow left after global routing</td><td>0</td></tr>
<tr><th colspan="2">Power and ir drop</th></tr>
<tr><td>Leakage power total</td><td>between 0.7 and 0.8 nW</td></tr>
<tr><td>Largest voltage drop on the vdd net</td><td>approximately 0.00027 V</td></tr>
<tr><td>Power density over the cells</td><td>~700 nW/um^2</td></tr>
<tr><th colspan="2">Setup path</th></tr>
<tr><td>CP top delay family</td><td>flip-flops</td></tr>
<tr><td>CP Capture Type</td><td>primary output</td></tr>
<tr><td>Kind of critical path</td><td>flop to primary output</td></tr>
<tr><td>Slowest cell on crit path</td><td>sky130_fd_sc_hd__dfstp_2</td></tr>
<tr><td>Worst R2R Path Depth</td><td>5</td></tr>
<tr><td>Arrival time reported for the critical path endpoint</td><td>about 1.5 ns</td></tr>
<tr><td>Startpoint type of the worst setup path</td><td>flop</td></tr>
<tr><td>Delay of the slowest cell on the worst path</td><td>between 0.5 and 0.6 ns</td></tr>
<tr><td>Cell breakdown of the critical path</td><td>nand2_1, o21ai_0, clkdlybuf4s50_1</td></tr>
<tr><td>Reg2Reg Setup Slack</td><td>1.05 ns</td></tr>
<tr><td>Total buffers and inverters traversed by the critical path</td><td>1</td></tr>
<tr><td>Peak fanout along the critical path</td><td>4</td></tr>
<tr><td>Worst reg2reg path endpoint</td><td>Scl_oen$_DFFE_PN1P_</td></tr>
<tr><td>Required time of the worst setup path</td><td>around 2.2 ns</td></tr>
<tr><th colspan="2">Status</th></tr>
<tr><td>Result of the run</td><td>completed</td></tr>
<tr><th colspan="2">Floorplanning</th></tr>
<tr><td>Core utilization at floorplan</td><td>14.95%</td></tr>
<tr><td>Core outline area</td><td>about 9200 sq um</td></tr>
<tr><td>Number of I/O pins</td><td>21</td></tr>
<tr><td>Chip footprint</td><td>approximately 14000 sq um</td></tr>
<tr><td>Horizontal die dimension</td><td>117 um</td></tr>
<tr><td>Num rows</td><td>35</td></tr>
<tr><td>Vertical die dimension</td><td>~120 um</td></tr>
<tr><th colspan="2">Placed design</th></tr>
<tr><td>Placed instance count</td><td>247</td></tr>
<tr><td>HPWL after DPL</td><td>just over 2000 um</td></tr>
<tr><td>Count of port buffers added during placement</td><td>18</td></tr>
<tr><td>Routability-driven placement congestion ratio</td><td>~0.8</td></tr>
<tr><th colspan="2">Worst hold path</th></tr>
<tr><td>Capture endpoint of the worst hold path</td><td>dScl_oen$_DFF_PN1_</td></tr>
<tr><td>Depth of the worst hold-timing path</td><td>0</td></tr>
<tr><td>Startpoint of the most critical hold path</td><td>Scl_oen$_DFFE_PN1P_</td></tr>
<tr><td>Path category of the worst min-delay check</td><td>flop to flop</td></tr>
<tr><th colspan="2">Run</th></tr>
<tr><td>Reported max-cap violation count</td><td>0</td></tr>
<tr><td>OpenROAD warnings</td><td>25</td></tr>
</table>
## final cells by class
type,count,area (sq um)
fillers,1006,7415
flip-flops and latches,31,787.0
multi-input cells,79,531.8
repair buffers,20,195.2
well taps,111,138.9
clock buffers,7,76.32
clock inverters,1,30.03
inverters,6,22.52
## worst register-to-register path, stage by stage, from the launching register on
cell	delay, ns
sky130_fd_sc_hd__dfrtp_1	0.40
sky130_fd_sc_hd__or4_4	0.56
sky130_fd_sc_hd__nor3_2	0.20
sky130_fd_sc_hd__a31oi_1	0.18
sky130_fd_sc_hd__a21oi_1	0.16
sky130_fd_sc_hd__a41oi_1	0.06
## power by group
group          switching, mW  internal [mW]  total [mW]  leakage, nW
Clock                  0.153          0.276       0.428       0.0524
Combinational         0.0901          0.131       0.221        0.298
Sequential            0.0499          0.547       0.597        0.395
Total                  0.293          0.953        1.25        0.745
## routing by layer
layer | share of wire, % | vias to the layer above
met5 | 0 | -
met1 | 46 | 453
met2 | 44 | 29
li1 | - | 468
met4 | 0.77 | 0
met3 | 9.2 | 3
## metrics by stage
step           instance area [sq um]  power (mW)  hold WS (ns)  worst slack, ns
2_1_floorplan                   1379      0.7103        0.2444            1.176
3_3_place_gp                    1675      0.8287        0.3864           0.5776
3_5_place_dp                    1675      0.8290        0.3851           0.5341
4_1_cts                         1782       1.265        0.3953           0.6364
5_1_grt                         1782       1.324        0.4027           0.5260
6_report                        1782       1.246        0.3924           0.6614
## worst max-delay path by stage
stage | from | to | slack (ns) | cells after the start
6_report | Scl_oen$_DFFE_PN1P_ | TimerStart | 0.66 | 3
4_1_cts | Scl_oen$_DFFE_PN1P_ | TimerStart | 0.64 | 3
5_1_grt | Scl_oen$_DFFE_PN1P_ | TimerStart | 0.53 | 3
## cell usage in the layout (no fill, tap or decap), types with 5 or more instances in the layout
cell                               n
sky130_fd_sc_hd__o21ai_0           7
sky130_fd_sc_hd__nor2_1            9
sky130_fd_sc_hd__mux2_1            7
sky130_fd_sc_hd__dfstp_2           9
sky130_fd_sc_hd__clkbuf_8          5
sky130_fd_sc_hd__mux2_2            5
sky130_fd_sc_hd__clkdlybuf4s50_1  18
sky130_fd_sc_hd__o22ai_1           5
sky130_fd_sc_hd__dfrtp_1          22
sky130_fd_sc_hd__nand2_1          10
sky130_fd_sc_hd__inv_1             6
## logic make-up after synthesis
group / after synthesis
and+or+nand+nor: 37
AOI/OAI and AO/OA: 26
muxes: 12
other: 1
xor gates and xnor gates: 2
DFF: 31
buffers and inverters: 12
Power figures rest on the tool's default switching activity, not on a simulated workload.
