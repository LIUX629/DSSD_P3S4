## ./constraint.sdc

```tcl
current_design i2c_master_byte_ctrl

set clk_period 3.0
set clk_io_pct 0.2

create_clock -name clk0 -period $clk_period [get_ports {Clk}]

set non_clock_inputs [all_inputs -no_clocks]
set_input_delay [expr $clk_period * $clk_io_pct] -clock clk0 $non_clock_inputs
set_output_delay [expr $clk_period * $clk_io_pct] -clock clk0 [all_outputs]
```

## ./run.sh

```bash
#!/bin/bash
# OpenROAD 26Q1-2900-gdf79404cd8, Yosys 0.63+post, stock flow scripts
make -C /OpenROAD-flow-scripts/flow DESIGN_CONFIG=/design/flow/config.mk WORK_HOME=/design/flow/orfs finish
```

## ./config.mk

```make
export PLATFORM = sky130hd
export DESIGN_NAME = i2c_master_byte_ctrl
export DESIGN_NICKNAME = i2c_master_byte_ctrl
export VERILOG_FILES = /design/flow/design.v
export SDC_FILE = /design/flow/constraint.sdc
export NUM_CORES = 4
export LEC_CHECK = 1
export CORE_AREA = 10 10 112 112
export DIE_AREA = 0 0 122 122
```

## ./design.v

```verilog
`timescale 1ns / 10ps
module i2c_master_byte_ctrl (
  input             Clk,         
  input             Rst_n,       
  input             Start,
  input             Stop,
  input             Read,
  input             Write,
  input wire        Tx_ack, 
  output reg        Rx_ack, 
  output reg        I2C_done,
  output reg        I2C_al,
  input             SR_sout,
  output reg        SR_load,
  output reg        SR_shift,
  output reg [4-1:0]Bit_cmd,
  output reg        Bit_txd,
  input             Bit_rxd, 
  input             Bit_ack);
  reg ctrl , ctrl_rd;
  localparam IDLE    = 5'd0,
             START   = 5'd1,
             STOP    = 5'd2,
             RD_A    = 5'd3,
             RD_B    = 5'd4,
             RD_C    = 5'd5,
             RD_D    = 5'd6,
             RD_E    = 5'd7,
             RD_F    = 5'd8,
             RD_G    = 5'd9,
             RD_H    = 5'd10,
             WR_A    = 5'd11,
             WR_B    = 5'd12,
             WR_C    = 5'd13,
             WR_D    = 5'd14,
             WR_E    = 5'd15,
             WR_F    = 5'd16,
             WR_G    = 5'd17,
             WR_H    = 5'd18,
             ACK     = 5'd19;
  reg [4:0] state, next;
  always @(posedge Clk or negedge Rst_n)
    begin
      if(!Rst_n) state <= IDLE;
      else       state <= next;
    end
  always @(posedge Clk or negedge Rst_n)
    if(!Rst_n) begin 
        Rx_ack <=1'b0;
        I2C_done<=1'b0;
        I2C_al<=1'b0;
        SR_load<=1'b0;
        SR_shift<=1'b0;
        Bit_cmd<=4'b0000;
        Bit_txd<=1'b0;
        ctrl<=1'b1;
        ctrl_rd<=1'b1;        
    end else begin
      Bit_cmd <= Bit_cmd;
      Bit_txd<=SR_sout;
      SR_load <= 1'b0;
      SR_shift <= 1'b0;
      I2C_done <= 1'b0;
      Rx_ack <= Rx_ack;
      I2C_al<=1'b0;
      case(state)
        IDLE: begin
        if(Start) begin
          Bit_cmd<=4'b0001;
        end
        else if(Write) begin
          Bit_cmd<=4'b0100;
          SR_load<= 1'b1;
        end
        else if(Read) begin
          Bit_cmd<=4'b1000;
          SR_load<= 1'b1;
        end
        else if(Stop) begin
          Bit_cmd<=4'b0010;
        end
        else
          Bit_cmd<=4'b0000;
        end
        START: begin
          if (Bit_ack && Read) begin
            Bit_cmd<=4'b1000;
          end else if(Bit_ack && Write) begin
            Bit_cmd<=4'b0100;
            SR_load  <= 1'b1;
          end else begin
            Bit_cmd <= Bit_cmd;
          end
        end
        STOP : begin 
          if(Bit_ack)begin
            Bit_cmd<=4'b0000;
            I2C_done<=1;
          end
            Bit_cmd<=Bit_cmd;
        end
        RD_A :begin 
          if(Bit_ack) begin
            Bit_cmd<=4'b1000;
            SR_shift<=1'b1;              
          end
          else if(Write)begin
            Bit_cmd<=4'b0100;
            SR_shift<=1'b0; 
          end
          else begin
            Bit_cmd<=Bit_cmd;
            SR_shift<=1'b0;
          end
        end
        RD_B :begin 
          if(Bit_ack) begin
            Bit_cmd<=4'b1000;
            SR_shift<=1'b1;             
          end
          else if(Write)begin
            Bit_cmd<=4'b0100;
            SR_shift<=1'b0; 
          end          
          else begin
            Bit_cmd<=Bit_cmd;
            SR_shift<=1'b0; 
          end
        end
        RD_C :begin 
          if(Bit_ack) begin
            Bit_cmd<=4'b1000;
            SR_shift<=1'b1;
          end
          else if(Write)begin
            Bit_cmd<=4'b0100;
            SR_shift<=1'b0; 
          end          
          else begin
            Bit_cmd<=Bit_cmd;
            SR_shift<=1'b0;
          end
        end
        RD_D :begin 
          if(Bit_ack) begin
            Bit_cmd<=4'b1000;
            SR_shift<=1'b1;              
          end
          else if(Write)begin
            Bit_cmd<=4'b0100;
            SR_shift<=1'b0; 
          end          
          else begin
            Bit_cmd<=Bit_cmd;
            SR_shift<=1'b0;
          end
        end
        RD_E :begin 
          if(Bit_ack) begin
            Bit_cmd<=4'b1000;
            SR_shift<=1'b1;              
          end
          else if(Write)begin
            Bit_cmd<=4'b0100;
            SR_shift<=1'b0; 
          end          
          else begin
            Bit_cmd<=Bit_cmd;
            SR_shift<=1'b0;
          end
        end
        RD_F :begin 
          if(Bit_ack) begin
            Bit_cmd<=4'b1000;
            SR_shift<=1'b1;              
          end
          else if(Write)begin
            Bit_cmd<=4'b0100;
            SR_shift<=1'b0; 
          end          
          else begin
            Bit_cmd<=Bit_cmd;
            SR_shift<=1'b0;
          end
        end
        RD_G :begin
          if(Bit_ack) begin
            Bit_cmd<=4'b1000;
            SR_shift<=1'b1;              
          end
          else if(Write)begin
            Bit_cmd<=4'b0100;
            SR_shift<=1'b0; 
          end
          else begin
            Bit_cmd<=Bit_cmd;
            SR_shift<=1'b0;
          end
        end
        RD_H :begin
          if(Bit_ack) begin
            Bit_cmd<=4'b0000;
            SR_shift<=1'b1;
          end
          else if(Write)begin
            Bit_cmd<=4'b0100; 
            SR_shift<=1'b0;
          end
          else begin
              Bit_cmd<=Bit_cmd;
              SR_shift<=1'b0;
          end
        end
        WR_A :begin
        if (ctrl) begin
          SR_load<=1'b1;
          ctrl<=1'b0;
        end 
        else begin
          SR_load<=1'b0;
        end
        if(Bit_ack)begin
            Bit_cmd<=4'b0100;
            ctrl<=1'b1;
        end
        else if(Read)begin
            Bit_cmd<=4'b1000;
            SR_shift <= 1'b1;
        end
        else begin
            Bit_cmd<=Bit_cmd;
        end
        end   
        WR_B :begin
        if (ctrl) begin
          SR_shift<=1'b1;
          ctrl<=1'b0;
        end 
        else begin
          SR_shift<=1'b0;
        end
          if(Bit_ack)begin
            Bit_cmd<=4'b0100;
            ctrl<=1'b1;
          end
          else if(Read)begin
            Bit_cmd<=4'b1000;
            SR_shift <= 1'b1;
          end
          else begin
            Bit_cmd<=Bit_cmd;
          end
        end
        WR_C :begin
        if (ctrl) begin
          SR_shift<=1'b1;
          ctrl<=1'b0;
        end 
        else begin
          SR_shift<=1'b0;
        end
          if(Bit_ack)begin
            Bit_cmd<=4'b0100;
            ctrl<=1'b1;
          end
          else if(Read)begin
            Bit_cmd<=4'b1000;
            SR_shift <= 1'b1;
          end          
          else begin
            Bit_cmd<=Bit_cmd;
          end
        end
        WR_D :begin
        if (ctrl) begin
          SR_shift<=1'b1;
          ctrl<=1'b0;
        end 
        else begin
          SR_shift<=1'b0;
        end
          if(Bit_ack)begin
            Bit_cmd<=4'b0100;
            ctrl<=1'b1;
          end
          else if(Read)begin
            Bit_cmd<=4'b1000;
            SR_shift <= 1'b1;
          end          
          else begin
            Bit_cmd<=Bit_cmd;
          end
        end
        WR_E :begin
        if (ctrl) begin
          SR_shift<=1'b1;
          ctrl<=1'b0;
        end 
        else begin
          SR_shift<=1'b0;
        end 
          if(Bit_ack)begin
            Bit_cmd<=4'b0100;
            ctrl<=1'b1;
          end
          else if(Read)begin
            Bit_cmd<=4'b1000;
            SR_shift <= 1'b1;
          end          
          else begin
            Bit_cmd<=Bit_cmd;
          end
        end
        WR_F :begin
        if (ctrl) begin
          SR_shift<=1'b1;
          ctrl<=1'b0;
        end 
        else begin
          SR_shift<=1'b0;
        end
          if(Bit_ack)begin
            Bit_cmd<=4'b0100;
            ctrl<=1'b1;
          end
          else if(Read)begin
            Bit_cmd<=4'b1000;
            SR_shift <= 1'b1;
          end              
          else begin
            Bit_cmd<=Bit_cmd;
          end
        end
        WR_G :begin 
        if (ctrl) begin
          SR_shift<=1'b1;
          ctrl<=1'b0;
        end 
        else begin
          SR_shift<=1'b0;
        end  
          if(Bit_ack)begin
            Bit_cmd<=4'b0100;
            ctrl<=1'b1;
          end
          else if(Read)begin
            Bit_cmd<=4'b1000;
            SR_shift <= 1'b1;
          end          
          else begin
            Bit_cmd<=Bit_cmd;
          end
        end
        WR_H :begin
        if (ctrl) begin
          SR_shift<=1'b1;
          ctrl<=1'b0;
        end 
        else begin
          SR_shift<=1'b0;
        end
          if(Bit_ack)begin
            Bit_cmd<=4'b0000;
            ctrl<=1'b1;
          end
          else if(Read)begin
            Bit_cmd<=4'b1000;
            SR_shift <= 1'b1;
          end          
          else begin
            Bit_cmd<=Bit_cmd;
          end
        end
        ACK  : begin
        if (Stop) begin
          if (Read) begin
            Rx_ack  <= 1'b1;
            Bit_cmd <= 4'b0010;
          end
          else if (Write) begin
            Bit_txd <= Tx_ack;
            Bit_cmd <= 4'b0010;
          end
          else                        
            Bit_cmd<= 4'b0010;
          end
        else begin                          
          if (Read) begin
            Rx_ack  <= 1'b1;
            Bit_cmd <= 4'b0000;
            I2C_done<= 1'b1;
          end
          else if (Write) begin
            Bit_txd <= Tx_ack;
            Bit_cmd <= 4'b0000;
            I2C_done<= 1'b1;
          end
          else begin                       
            Bit_cmd <= 4'b0000;
            I2C_done<= 1'b1;
          end
        end 
      end
      default:
        I2C_al<=1;
      endcase
    end
  always @(*)
  begin
      case(state)
      IDLE : begin
        if(Start) begin 
          next=START;
        end
        else if (Write) begin
          next=WR_A;  
        end
        else if(Read) begin
          next=RD_A;
        end
        else if(Stop) begin
          next=STOP;
        end
        else begin
          next=IDLE;
        end
      end
      START: begin 
        if(Read && Bit_ack) begin
          next=RD_A;
        end
        else if(Write && Bit_ack) begin 
          next=WR_A;
        end
        else begin
          next=START;
        end
      end
      WR_A : begin 
        if(Bit_ack) begin
          next= WR_B;
        end
        else begin
          next= WR_A;
        end
      end
      WR_B : begin 
        if(Bit_ack) begin
          next= WR_C;
        end
        else begin
          next= WR_B;
        end
      end
      WR_C : begin 
        if(Bit_ack) begin
          next = WR_D;
        end
        else begin
          next= WR_C;
        end
      end
      WR_D : begin 
        if(Bit_ack) begin
          next= WR_E;
        end
        else begin
          next= WR_D;
        end
      end
      WR_E : begin 
        if(Bit_ack) begin
          next= WR_F;
        end
        else begin
          next= WR_E;
        end
      end
      WR_F : begin 
        if(Bit_ack) begin
          next= WR_G;
        end
        else begin
          next= WR_F;
        end
      end
      WR_G : begin 
        if(Bit_ack) begin
          next= WR_H;
        end
        else begin
          next= WR_G;
        end
      end
      WR_H : begin 
        if(Bit_ack) begin
          next= ACK;
        end
        else begin
          next= WR_H;
        end
      end
      STOP : begin 
        if(Bit_ack)begin
          next=IDLE;
        end
        else begin
          next=STOP;
        end
      end
      ACK: begin 
        if(Stop) begin
          next=STOP;
        end
        else begin
          next=IDLE;
        end
      end
    RD_A : begin 
        if(Bit_ack) begin
          next= RD_B;
        end
        else begin
          next= RD_A;
        end
    end
      RD_B : begin 
        if(Bit_ack) begin
          next= RD_C;
        end
        else begin
          next= RD_B;
        end
      end
      RD_C : begin 
        if(Bit_ack) begin
          next= RD_D;
        end
        else begin
          next= RD_C;
        end
      end
      RD_D : begin 
        if(Bit_ack) begin
          next= RD_E;
        end
        else begin
          next= RD_D;
        end
      end
      RD_E : begin 
        if(Bit_ack) begin
          next= RD_F;
        end
        else begin
          next= RD_E;
        end
      end
      RD_F : begin 
        if(Bit_ack) begin
          next= RD_G;
        end
        else begin
          next= RD_F;
        end
      end
      RD_G : begin 
        if(Bit_ack) begin
          next= RD_H;
        end
        else begin
          next= RD_G;
        end
      end
      RD_H : begin 
        if(Bit_ack) begin
          next= ACK;
        end
        else begin
          next= RD_H;
        end
      end
      default:
        next=IDLE;
    endcase
    end
endmodule
```

==> GITHUB_STEP_SUMMARY <==
### Metrics collected by this job

| Metric | Value |
|---|---|
| Reg2reg end | `Bit_cmd[2]` |
| Yosys synthesis chip area | `1460 sq um` |
| Main flop type | `dfrtp_1` |
| Min-Delay Startpoint | `Rx_ack` |
| R2R depth | `5` |
| Critical-path top delay cell | `or4_4` |
| Top cell area share | `0.498` |
| Avg Cell Area, Syn | `10.6 sq um` |
| Number of global-route vias before repair | `1195` |
| Post-synth seq share | `0.534` |
| Worst Clk Skew | `8.07 ps` |
| Via density | `3.84` |
| Critical Path Sink Type | `flop` |
| RePlAce Congestion | `0.909` |
| DRC viols | `0` |
| # fillers | `1088` |
| CTS resizes | `0` |
| Gr busiest metal | `met2` |
| Die Y | `122 um` |
| ANT cells | `0` |
| CTS buffer count | `5` |
| Clock transition at path regs | `60 ps` |
| Met2 Use GR | `0.0659` |
| Worst EP required | `3160 ps` |
| Startpoint Class | `flop` |
| GR Util met1 | `0.0587` |
| Synth unique cells | `33` |
| CP Buf/Inv Count | `0` |
| Max-Cap Viols | `0` |
| Clock Sinks | `31` |
| Most used logic cell in the final layout | `dfrtp_1` |
| First-pass GRT wire length | `5590 um` |
| Fp util | `0.142` |
| Pre-CTS WS | `544 ps` |
| IO Pins | `20` |
| Remaining Overflow, GRT | `0` |
| Yosys synthesis warning count | `1` |
| Layout area overhead | `30.4%` |
| Overall Global Routing Usage | `0.0437` |
| Crit path top cell by count | `or4_4` |
| Total die size | `14900 sq um` |
| Max VDD drop | `0.000251 V` |
| Clk root buf | `clkbuf_8` |
| Peak fanout along the critical path | `5` |
| # hold bufs at CTS | `0` |
| Power Total | `1.70 mW` |
| CTS tree | `yes` |
| Core ar. | `10200 sq um` |
| Routed wire length | `3240 um` |
| Setup total negative slack | `0 ps` |
| Post-Syn Instances | `137` |
| H-tree depth | `2` |
| Fin crit share | `0.789` |
| Ys flops | `31` |
| Slew Limit Fails | `0` |
| Row count | `37` |
| RSZ-0062 raised after global routing | `false` |
| Yosys cell count | `137` |
| Largest stage delay, worst path | `540 ps` |
| Tmin final | `2370 ps` |
| Status | `finished clean` |
| R2R Setup Slk | `630 ps` |
| Port Buf Inserts | `18` |
| Antenna Violating Nets Remaining | `0` |
| Die Width | `122 um` |
| Asr flop ratio synth | `1.00` |
| Post CTS Setup Buffer Count | `0` |
| Mapped cell area | `1460 sq um` |
| Hold WC Path Type | `flop to flop` |
| Largest net degree at the start of global routing | `33` |
| Slew headroom | `0.586` |
| Top area cell types | `dfrtp_1 (50%), mux2_2 (11%), o21ai_0 (4.1%)` |
| Worst path cell trace | `or4_4 > or4_4 > or3_4 > o21bai_1 > a32o_1` |
| DRT Pass-1 Iters | `4` |
| Worst setup margin | `634 ps` |
| Tool warnings | `26` |
| WHS Endpoint | `Rx_ack` |
| Worst hold slack | `456 ps` |
| Largest area contributor in the netlist | `dfrtp_1` |
| Max Clk Rate | `0.423 GHz` |
| Post-Layout Inst Area | `1900 sq um` |
| Initial antenna violation count | `0` |
| WS Path Type | `flop to flop` |
| Cell family with most CP delay | `simple AND/OR/NAND/NOR gates` |
| Layout cells sized above 1 | `0.191` |
| Placed cell area | `1820 sq um` |
| Setup-failing EPs final | `0` |
| Initial DRC Count | `58` |
| DP HPWL | `2240 um` |
| Routed vias | `1145` |
| Measured slew at the worst slew-check pin | `615 ps` |
| Hold depth | `1` |
| Top Layout Cells | `dfrtp_1 (29), clkdlybuf4s50_1 (18), nand2_1 (15)` |
| Post-DR wirelength/cell | `10.9 um` |
| Post-synth EDFFs | `0` |
| Worst skew pair latency | `280 ps` |
| Standby leakage power | `0.818 nW` |
| Pwr per Cell Area | `896 nW/um^2` |
| Met3 Usage GRT | `0.0164` |
| Worst-case clock buffer depth | `2` |
| Final hold viol count | `0` |
| Worst endpoint data arrival time | `2530 ps` |
## layout make-up
type                       instances  area [sq um]  share of cell area
tap                              136           170              0.0895
multi-input combinational         93           631               0.332
clock inverter                     1          5.00             0.00263
clock buffer                       7          76.3              0.0402
inverter                           8          30.0              0.0158
sequential                        31           778               0.409
timing repair buffer              22           210               0.111
## synthesized netlist by cell type (2+ instances only)
master	number
nor2b_1	2
inv_1	8
clkbuf_1	5
nand2b_1	2
dfrtp_1	29
o21a_1	3
nand2_1	15
o32ai_1	2
a31oi_1	2
nand3_1	5
mux2_2	14
a21o_1	3
nor3_1	3
a21oi_1	3
or4_4	2
dfstp_2	2
nor2_1	6
o21ai_0	12
nor4_1	5
## worst max-delay path by stage
stage         start    endpoint  slack [ps]  cells after the start
CTS            flop  Bit_cmd[2]         640                      5
global route   flop  Bit_cmd[2]         570                      5
finish         flop  Bit_cmd[2]         630                      5
## where the power goes
group          leakage (nW)  switching, mW  internal [mW]  total, mW
combinational         0.369          0.334          0.403      0.737
clock                0.0422          0.142          0.162      0.304
sequential            0.407          0.111          0.551      0.662
## metal layers
metal | vias up | wire [um]
met3 | 9 | 320
met2 | 47 | 1300
met5 | - | 0
met1 | 545 | 1560
li1 | 544 | -
met4 | 0 | 55
## worst register-to-register path, delay by kind of cell, from the launching register on
kind	cells	cell delay [ps]
flip-flops	1	400
AND/OR/NAND/NOR	3	1420
AND-OR/OR-AND	2	430
## stage by stage
| step | util | instances |
|---|---|---|
| global route | 0.186 | 298 |
| finish | 0.186 | 298 |
| detailed placement | 0.178 | 290 |
| CTS | 0.186 | 298 |
| floorplan | - | 137 |
| global placement | 0.178 | 290 |
## kinds of logic (layout without fill, tap and decap cells)
family	Yosys count	after routing	synth area share
buf+inv	13	38	0.0335
mux	14	14	0.108
simple gates	44	44	0.157
flops	31	31	0.534
compound gates	35	35	0.167
Power is estimated from default activity; no workload was simulated.
