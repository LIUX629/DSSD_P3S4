===== constraint.sdc =====
current_design i2c_bit_timer

set clk_period 5.3
set clk_io_pct 0.2

create_clock -name clk0 -period $clk_period [get_ports {Clk}]

set non_clock_inputs [all_inputs -no_clocks]
set_input_delay [expr $clk_period * $clk_io_pct] -clock clk0 $non_clock_inputs
set_output_delay [expr $clk_period * $clk_io_pct] -clock clk0 [all_outputs]

===== config.mk =====
export PLATFORM = sky130hd
export DESIGN_NAME = i2c_bit_timer
export DESIGN_NICKNAME = i2c_bit_timer
export VERILOG_FILES = /design/flow/design.v
export SDC_FILE = /design/flow/constraint.sdc
export NUM_CORES = 4
export LEC_CHECK = 1
export CORE_AREA = 10 10 70 70
export DIE_AREA = 0 0 80 80

===== run.sh =====
#!/bin/bash
# OpenROAD 26Q1-2900-gdf79404cd8, Yosys 0.63+post, stock flow scripts
make -C /OpenROAD-flow-scripts/flow DESIGN_CONFIG=/design/flow/config.mk WORK_HOME=/design/flow/orfs finish

===== design.v =====
`timescale 1ns / 10ps
module i2c_bit_timer #(
  parameter SIZE = 8
)(
  input Clk,
  input Rst_n,
  input Start,
  input Stop,
  input [SIZE-1:0] Ticks,
  output reg Out
);
  reg [SIZE-1:0] counter;
  always @(posedge Clk or negedge Rst_n)
    if(!Rst_n)
      counter <= {SIZE{1'b0}};
    else if(Start || ~|counter)
      counter <= Ticks;
    else if(Stop)
      counter <= counter;
    else
      counter <= counter - 1'b1;
  always @(posedge Clk or negedge Rst_n)
    if(!Rst_n)
      Out <= 1'b0;
    else if(Start || ~|counter)
      Out <= 1'b1;
    else if(Stop)
      Out <= 1'b0;
    else
      Out <= 1'b0;
endmodule

==> Changelog: implementation <==
## Implementation

- Crit path max fanout: 6
- Worst-path clk slew: 70 ps
- Reg2reg path depth: 5
- Die Width: 80 um
- Wire length per cell: 10.5 um
- Largest net degree at the start of global routing: 10
- CTS buffer count: 3
- Tcrit/Tclk final: 43.3%
- Ports: 13
- Power Density: 242 nW/um^2
- Initial antenna violation count: 0
- Hold Crit Start: counter[4]
- First-pass GRT wire length: 2.07 mm
- Distinct lib cells: 27
- Fillcell total: 391
- Status: complete, no violations
- RSZ-0062 raised after global routing: false
- Yosys chip area: 558 um^2
- FP Util: 16.3%
- Post-DRT Antenna Nets: 0
- CTS tree: yes
- Layout area overhead: 36.1%
- Final setup margin: 3010 ps
- Hold Slack: 625 ps
- Yosys Warn Count: 1
- Pre-CTS setup slack: 2780 ps
- FF-to-FF Start: counter[0]
- Synth Seq Share: 40.4%
- GRT overflow: 0
- Mapped Avg Cell Area: 9.96 um^2
- Worst setup SP type: primary input
- Clock skew: 3.88 ps
- Maximum VDD drop: 0.0882 mV
- WP data required: 5450 ps
- Vias: 455
- Yosys Instances: 56
- Die Ht: 80 um
- Worst slew margin: 68.8%
- Pins over their slew limit: 0
- Post-CTS Setup Bufs: 0
- Final setup vio count: 0
- Worst min path class: flip-flop to flip-flop
- FP Rows: 21
- Crit Path Class: primary input to flip-flop
- Initial DRC Count: 25
- Worst Hold End: counter[4]
- DR pass1 iterations: 4
- Sink Count: 9
- Vias per cell: 3.89
- DIE AREA: 6400 um^2
- Leakage: 0.293 nW
- Endpoints failing hold: 0
- Vias in the first global route: 459
- Level count of the clock H-tree: 1
- Clock Latency Late Sink: 260 ps
- Root Driver: clkbuf_4
- CTS resizes: 0
- CTS max path bufs: 2
- Final wirelength: 1.23 mm
- Slew @ Worst Pin: 464 ps
- # hold bufs at CTS: 0
- Synthesized area: 558 um^2
- Synth flops: 9
- Layout cells sized above 1: 16.9%
- Setup TNS: 0 ps
- Period minus WS final: 2290 ps
- Post-DP HPWL: 956 um
- DRC violations left: 0
- Crit. End Element: flip-flop
- Port bufs: 12
- Fmax achieved: 0.436 GHz
- Diode count: 0
- GRT Util Overall: 4.08%
- Critical R2R Capture: counter[0]
- WHS Path Cells: 2
- Reg-to-reg slack, setup: 3540 ps
- Log Warnings: 26
- Core area: 3420 um^2
- Placer congestion estimate: 0.806
- Data arrival, critical path: 2440 ps
- Cell count after synthesis: 56
- Max-cap violation count: 0
## area by class of cell
class / instances / area, um^2 / share of cell area [%]
Sequential cell: 9 / 225 / 29.7
Multi-Input combinational cell: 41 / 310 / 40.9
Timing Repair Buffer: 12 / 120 / 15.8
Tap cell: 46 / 57.6 / 7.58
Inverter: 5 / 18.8 / 2.47
Clock inverter: 1 / 5.00 / 0.659
Clock buffer: 3 / 22.5 / 2.97
## power breakdown
part	switching [W]	total, W	leakage (nW)	internal (W)
Clock	0.0000253	0.0000532	0.0177	0.0000279
Combinational	0.0000190	0.0000438	0.173	0.0000248
Sequential	0.0000100	0.0000870	0.102	0.0000770
Total	0.0000543	0.000184	0.293	0.000130
## synthesized netlist by cell type, drive strengths merged
cell type / n / area (um^2)
dfrtp: 9 / 225
a21oi: 8 / 43.8
inv: 5 / 18.8
nor2: 5 / 18.8
nor3: 3 / 20.0
nor3b: 3 / 27.5
xnor2: 3 / 26.3
ha: 2 / 25.0
mux2: 2 / 30.0
nand2b: 2 / 12.5
nor4: 2 / 18.8
o21ai: 2 / 10.0
a211oi: 1 / 12.5
a21boi: 1 / 7.51
and4: 1 / 8.76
clkbuf: 1 / 3.75
nand2: 1 / 3.75
o21bai: 1 / 7.51
o22a: 1 / 8.76
o32ai: 1 / 8.76
or3: 1 / 11.3
xor2: 1 / 8.76
## worst max-delay path: stages
cell,delay [ps]
clkdlybuf4s50_1,500
nor3_1,410
nor3b_1,230
a21oi_1,60
o22a_1,170
## cells in the final DEF (no fill, tap or decap)
cell type / instances
or3_4: 1
o22a_1: 1
nor3_2: 1
nor4_2: 1
clkbuf_4: 3
a211oi_2: 1
nor3_1: 2
o21ai_1: 1
nand2_1: 1
nor2_1: 5
nor3b_2: 1
xnor2_1: 3
inv_1: 5
a21boi_1: 1
nor3b_1: 2
nor4_1: 1
and4_1: 1
ha_1: 2
xor2_1: 1
clkinv_2: 1
mux2_4: 2
clkdlybuf4s50_1: 12
nand2b_1: 2
a21oi_2: 1
o21bai_1: 1
o32ai_1: 1
a21oi_1: 7
dfrtp_1: 9
o21ai_0: 1
## flip-flops by register name, summed over array words and instances (netlist names)
name and cells:
counter 8, Out 1
## cells by family (layout without fill, tap and decap cells)
| logic type | Yosys count | count (layout) | synth area share [%] |
|---|---|---|---|
| AOI/OAI and AO/OA | 15 | 15 | 17.7 |
| xor gates and xnor gates | 4 | 4 | 6.28 |
| adders and majority gates | 2 | 2 | 4.48 |
| buffers and inverters | 6 | 21 | 4.04 |
| DFF | 9 | 9 | 40.4 |
| muxes | 2 | 2 | 5.38 |
| and+or+nand+nor | 18 | 18 | 21.7 |
## per-layer routing
| layer | track usage [%] | up-vias | share of wire [%] |
|---|---|---|---|
| met1 | 5.57 | 207 | 52 |
| met3 | 2.95 | 0 | 11 |
| met4 | 0.176 | 0 | 0 |
| met5 | 0 | - | 0 |
| met2 | 5.30 | 17 | 37 |
| li1 | - | 231 | - |
## worst max path at each step
stage	start	to	slack (ps)	cells past startpoint
after CTS	Stop	counter[5]	3040	5
after global routing	Stop	counter[5]	2940	5
final	Stop	counter[5]	3010	5
## per-stage QoR
step / util, % / cell area, um^2 / total power [W] / std cells
2_1_floorplan: - / 558 / 0.000114 / 56
3_3_place_gp: 21.4 / 732 / 0.000130 / 113
3_5_place_dp: 21.4 / 732 / 0.000131 / 113
4_1_cts: 22.2 / 759 / 0.000186 / 117
5_1_grt: 22.2 / 759 / 0.000198 / 117
6_report: 22.2 / 759 / 0.000184 / 117
No activity file was given, so power comes from the tool's default toggle rates.
